### flow/config.mk
export PLATFORM = sky130hd
export DESIGN_NAME = Delay_Reset
export DESIGN_NICKNAME = Delay_Reset
export VERILOG_FILES = /design/flow/design.v
export SDC_FILE = /design/flow/constraint.sdc
export NUM_CORES = 4
export LEC_CHECK = 1
export CORE_AREA = 10 10 107 107
export DIE_AREA = 0 0 117 117
### flow/constraint.sdc
current_design Delay_Reset

set clk_period 3.6
set clk_io_pct 0.2

create_clock -name clk0 -period $clk_period [get_ports {Clk}]

set non_clock_inputs [all_inputs -no_clocks]
set_input_delay [expr $clk_period * $clk_io_pct] -clock clk0 $non_clock_inputs
set_output_delay [expr $clk_period * $clk_io_pct] -clock clk0 [all_outputs]
### flow/design.v
module Delay_Reset(
    input Clk,  
    input BTNS,  
    output reg Reset  
);
reg LocalReset; 
reg [22:0] Count;
always @(posedge Clk) 
begin
    LocalReset <= BTNS;
    if(LocalReset) 
        begin
        Count <= 0;
        Reset <= 1'b1;
    end 
    else if(&Count) 
    begin
        Reset <= 1'b0;
    end else 
    begin
        Reset <= 1'b1;
        Count <= Count + 1'b1;
    end
end
endmodule
### flow/run.sh
#!/bin/bash
# OpenROAD 26Q1-2900-gdf79404cd8, Yosys 0.63+post, stock flow scripts
make -C /OpenROAD-flow-scripts/flow DESIGN_CONFIG=/design/flow/config.mk WORK_HOME=/design/flow/orfs finish
==> run_results.csv <==
group,metric,value,unit
power,leakage,0.550,nW
place,placed_area,1530,um2
sta,tns,0,ps
synth,yosysSeqAreaShare,35.2,%
synth,flop_cell,"dfxtp_1",
layout,drive_gt1_share,18.8,%
sta,finalSetupViolCount,0,
drt,drtIter0Drc,75,
layout,final_common_cell,"dfxtp_1",
min_path,hp-class,"flop to flop",
clock_tree,cts_hold_buf,0,
drt,drt_pass1_iterations,4,
run_status,outcome,"complete, no violations",
job,warnings,25,
worst_setup_path,cp_max_fo,13,
worst_setup_path,cp_data_required_time,3760,ps
global_routing,grt_pass1_vias,1025,
global_routing,grt_max_degree,41,
layout,final_layout_top_logic_cells,"dfxtp_1 (25), nor2_1 (16), a21oi_1 (16), nor2b_1 (15), mux2_2 (14)",
layout,n_fill_cell,1029,
drt,ant_nets,0,
global_routing,grt_pass1_wl,4670,um
clock_tree,insertion_delay,270,ps
worst_setup_path,rrSetupSlack,1700,ps
min_path,holdPathStages,2,
drt,routed_via_density,4.23,
global_routing,grt_usage,4.05,%
job,drv_cap,0,
global_routing,grt_overflow,0,
clock_tree,cts_made_buffers,3,
die,die_y,117,um
drt,wirelength,2660,um
worst_setup_path,worstSetupStartpointType,"flop",
synth,syn_inst,157,
clock_tree,path_clk_slew,90,ps
worst_setup_path,reg2reg_depth,5,
sta,period_needed,1900,ps
die,io_pins,3,
clock_tree,cts_setup_buffers,0,
clock_tree,cts_tree,"built",
power,peakVddDrop,0.000105,V
synth,syn_area,1420,um2
drt,drc,0,
synth,yosysWarnings,1,
synth,ys_types,37,
place,gp_congestion,0.829,
sta,finalMaxSlewViolations,0,
sta,slew_headroom,54.1,%
layout,area_growth,10.7,%
global_routing,antenna_found_initial,0,
drt,antenna_cells,0,
sta,rsz0062_at_grt,"false",
synth,ys_cells,157,
worst_setup_path,path_class,"flop to flop",
layout,flop_area,500,um2
layout,final_area,1570,um2
clock_tree,clock-sinks,25,
power,cellPowerDensity,296,nW/um2
die,rows,35,
clock_tree,cts_root_buf,"clkbuf_8",
sta,worst_pin_slew,683,ps
synth,ys.flops,25,
worst_setup_path,crit_path_end_kind,"flop",
die,dieWidth,117,um
clock_tree,post_cts_resized,0,
layout,finish.utilization,17.1,%
clock_tree,htree_levels,1,
die,floorplanUtilization,15.5,%
sta,fmax,0.525,GHz
sta,skew,2.16,ps
synth,synthArstFlopShare,0,%
worst_setup_path,crit_arrival,2060,ps
place,io_buffers,2,
sta,final-hold-violation-count,0,
die,core,9200,um2
sta,finalCritPeriodShare,52.9,%
clock_tree,clock_path_buffers,2,
place,hpwl,1820,um
synth,avgSynthCellArea,9.05,um2
synth,ys_area,1420,um2
synth,synth-edff-count,0,
die,die_area,13700,um2
layout,logic_area,862,um2
drt,vias,1121,
drt,wl_per_cell,10.0,um
==> registers in the layout, indices dropped and copies added, names as in the netlist <==
register / count
LocalReset: 1
Count: 23
Reset: 1
==> synth_stat cells, drive strengths merged, types with 2 or more instances <==
library cell | number | share of area (%)
and2 | 2 | 0.88
a211oi | 3 | 1.6
nand3 | 11 | 4.2
nand2 | 4 | 1.1
nor3 | 2 | 0.70
nand4 | 9 | 5.5
o21ai | 5 | 2.3
o31ai | 2 | 1.1
nor2 | 17 | 5.0
mux2 | 15 | 12
or4 | 4 | 2.4
dfxtp | 25 | 35
and3 | 3 | 1.3
and4 | 4 | 2.6
clkbuf | 5 | 1.3
nand2b | 2 | 0.88
buf | 5 | 2.8
a21oi | 16 | 5.6
nor2b | 15 | 6.6
==> power by group <==
| part | internal (mW) | switching [mW] | leakage [nW] | total [mW] |
|---|---|---|---|---|
| sequential | 0.280 | 0.00256 | 0.202 | 0.282 |
| combinational | 0.00689 | 0.0108 | 0.325 | 0.0177 |
| clock | 0.0791 | 0.0868 | 0.0228 | 0.166 |
==> path summary, 6_finish.rpt <==
kind	from	to
max	Count[0]	Count[10]
min reg2reg	Count[22]	Count[22]
max reg2reg	Count[0]	Count[10]
min	Count[22]	Count[22]
==> logic make-up (layout without fill, tap and decap cells) <==
logic type / after synthesis / in the layout / share of synthesized area (%)
and+or+nand+nor: 77 / 77 / 34.2
AOI/OAI and AO/OA: 29 / 29 / 13.6
DFF: 25 / 25 / 35.2
muxes: 15 / 15 / 11.9
buffers and inverters: 10 / 7 / 4.14
adders and majority gates: 1 / 1 / 0.880
==> cell type report <==
| type | count | share of cell area [%] |
|---|---|---|
| Multi-Input combinational cell | 122 | 54.8 |
| Tap cell | 111 | 8.82 |
| Timing Repair Buffer | 3 | 1.75 |
| Clock buffer | 4 | 2.86 |
| Sequential cell | 25 | 31.8 |
==> through the flow <==
stage	std cells	worst slack [ps]	hold slack, ps	power [mW]
2_1_floorplan	157	1690	440	0.302
3_3_place_gp	261	1730	456	0.306
3_5_place_dp	261	1710	461	0.306
4_1_cts	265	1690	485	0.475
5_1_grt	265	1530	537	0.487
6_report	265	1700	481	0.466
==> worst max-delay path, cell delays in order, from the launching register on <==
cell and delay, ps:
dfxtp_1 370, ha_1 220, nand4_1 190, nor4_4 560, a21oi_1 170, mux2_2 290
==> metal layers <==
metal,global-route usage (%),wire (um),vias to the layer above
li1,-,-,573
met1,5.73,1360,524
met2,6.30,1180,22
met3,0.980,110,2
met4,0.494,17,0
met5,0,0,-
Power and IR drop assume default switching activity.
